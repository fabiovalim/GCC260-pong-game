**flow/run.sh**
```bash
#!/bin/bash
# OpenROAD 26Q1-2900-gdf79404cd8, Yosys 0.63+post, stock flow scripts
make -C /OpenROAD-flow-scripts/flow DESIGN_CONFIG=/design/flow/config.mk WORK_HOME=/design/flow/orfs finish
```
**flow/config.mk**
```make
export PLATFORM = sky130hd
export DESIGN_NAME = pong
export DESIGN_NICKNAME = pong
export VERILOG_FILES = /design/flow/design.v
export SDC_FILE = /design/flow/constraint.sdc
export NUM_CORES = 4
export LEC_CHECK = 1
export CORE_UTILIZATION = 40
```
**flow/design.v**
```verilog
module AsyncInputSynchronizer (
    input  wire clk,     
    input  wire asyncn,  
    output wire syncn
);
    reg ff1, ff2;
    always @(posedge clk or negedge asyncn) begin
        if (!asyncn) begin
            ff1 <= 1'b0;
            ff2 <= 1'b0;
        end else begin
            ff1 <= 1'b1;
            ff2 <= ff1;
        end
    end
    assign syncn = ff2;
endmodule
module PixelGen(
    input  wire clk,
    input  wire rstn,
    input  wire video_on, 
    input  wire p_tick,
    input  wire left_up,       
    input  wire left_down,     
    input  wire [9:0] pixel_x,
    input  wire [9:0] pixel_y,
    output reg [3:0] r,
    output reg [3:0] g,
    output reg [3:0] b
);
    localparam SCREEN_W     = 640;
    localparam SCREEN_H     = 480;
    localparam PADDLE_W     = 10;  
    localparam PADDLE_H     = 60;  
    localparam BALL_SIZE    = 5;  
    localparam LEFT_PADDLE_X  = 35;
    localparam COLOR_BLACK   = 12'h000;  
    localparam COLOR_WHITE   = 12'hFFF;  
    localparam COLOR_RED     = 12'hF00;  
    localparam COLOR_GREEN   = 12'h0F0;  
    localparam COLOR_BLUE    = 12'h00F;  
    localparam COLOR_YELLOW  = 12'hFF0;  
    localparam COLOR_CYAN    = 12'h0FF;  
    localparam COLOR_MAGENTA = 12'hF0F;  
    localparam COLOR_ORANGE  = 12'hFA0;  
    localparam COLOR_PURPLE  = 12'hA0F;  
    localparam COLOR_GRAY    = 12'h888;  
    localparam COLOR_BROWN   = 12'hA52;  
    wire refr_tick;
    assign refr_tick = (pixel_y == 480) && (pixel_x == 0);
    reg [9:0] left_paddle_y;
    reg [9:0] ball_x, ball_y;
    reg        ball_dir_x, ball_dir_y;
    always @(posedge clk or negedge rstn) begin
        if (!rstn) begin
            left_paddle_y  <= (SCREEN_H - PADDLE_H) / 2;
            ball_x         <= (SCREEN_W - BALL_SIZE) / 2;
            ball_y         <= (SCREEN_H - BALL_SIZE) / 2;
            ball_dir_x     <= 1'b1;  
            ball_dir_y     <= 1'b1;  
        end
        else if (refr_tick) begin
            if (left_up && (left_paddle_y >= 4))
                left_paddle_y <= left_paddle_y - 4;
            else if (left_down && ((left_paddle_y + PADDLE_H + 4) <= SCREEN_H))
                left_paddle_y <= left_paddle_y + 4;
            if (ball_dir_x)
                ball_x <= ball_x + 3;
            else
                ball_x <= ball_x - 3;
            if (ball_dir_y)
                ball_y <= ball_y + 3;
            else
                ball_y <= ball_y - 3;
            if (ball_y <= BALL_SIZE)  
                ball_dir_y <= 1'b1;  
            else if (ball_y + BALL_SIZE >= SCREEN_H)  
                ball_dir_y <= 1'b0;  
            if (ball_x <= (LEFT_PADDLE_X + PADDLE_W)) begin
                if ((ball_y + BALL_SIZE >= left_paddle_y) &&
                    (ball_y <= left_paddle_y + PADDLE_H))
                begin
                    ball_dir_x <= 1'b1;
                end else begin
                    ball_x     <= (SCREEN_W - BALL_SIZE) / 2;
                    ball_y     <= (SCREEN_H - BALL_SIZE) / 2;
                    ball_dir_x <= 1'b1;
                    ball_dir_y <= 1'b1;
                end
            end
            if ((ball_x + BALL_SIZE) >= SCREEN_W) begin   
                ball_dir_x <= 1'b0;
            end
        end
    end
    wire left_paddle_on, ball_on;
    assign left_paddle_on =
        (pixel_x >= LEFT_PADDLE_X) &&
        (pixel_x <  LEFT_PADDLE_X + PADDLE_W) &&
        (pixel_y >= left_paddle_y) &&
        (pixel_y <  left_paddle_y + PADDLE_H);
    assign ball_on =
        (pixel_x >= ball_x) &&
        (pixel_x <  (ball_x + BALL_SIZE)) &&
        (pixel_y >= ball_y) &&
        (pixel_y <  (ball_y + BALL_SIZE));
    reg [11:0] rgb_next;  
    always @* begin
        if (!video_on) begin
            rgb_next = COLOR_MAGENTA;
        end else begin
            rgb_next = COLOR_GREEN;
            if (left_paddle_on) begin
                rgb_next = COLOR_MAGENTA;
            end
            if (ball_on) begin
                rgb_next = COLOR_WHITE;
            end
        end
    end
    always @(posedge clk) begin
        if (p_tick)
            {r, g, b} <= rgb_next;
    end
endmodule
module VGASync(
	input wire clk, rstn,
	output wire hsync, vsync, video_on, p_tick,
	output wire [9:0] pixel_x, pixel_y
);
	localparam HD = 640;  
	localparam HF = 48;  
	localparam HB = 16;  
	localparam HR = 96;  
	localparam VD = 480;  
	localparam VF = 10;  
	localparam VB = 33;  
	localparam VR = 2;  
	reg mod2_reg;
	wire mod2_next;
	reg [9:0] h_count_reg, h_count_next;
	reg [9:0] v_count_reg, v_count_next;
	reg v_sync_reg, h_sync_reg;
	wire v_sync_next, h_sync_next;
	wire h_end, v_end, pixel_tick;
	always@(posedge clk, negedge rstn)
		if(rstn == 0)
		begin
			mod2_reg <= 1'b0;
			v_count_reg <= 0;
			h_count_reg <= 0;
			v_sync_reg <= 1'b0;
			h_sync_reg <= 1'b0;
		end
		else
		begin
			mod2_reg <= mod2_next;
			v_count_reg <= v_count_next;
			h_count_reg <= h_count_next;
			v_sync_reg <= v_sync_next;
			h_sync_reg <= h_sync_next;
		end
	assign mod2_next = ~mod2_reg;
	assign pixel_tick = mod2_reg;
	assign h_end = (h_count_reg == (HD+HF+HB+HR-1));
	assign v_end = (v_count_reg == (VD+VF+VB+VR-1));
	always@*
		if(pixel_tick)  
			if(h_end)
				h_count_next = 0;
			else
				h_count_next = h_count_reg + 1;
		else
			h_count_next = h_count_reg;
	always@*
		if(pixel_tick & h_end)
			if(v_end)
				v_count_next = 0;
			else
				v_count_next = v_count_reg + 1;
		else
			v_count_next = v_count_reg;
	assign h_sync_next = (h_count_reg >= (HD+HB) &&
								 h_count_reg <= (HD+HB+HR-1));
	assign v_sync_next = (v_count_reg >= (VD+VB) &&
								 v_count_reg <= (VD+VB+VR-1));
	assign video_on = (h_count_reg<HD) && (v_count_reg<VD);
	assign hsync = h_sync_reg;
	assign vsync = v_sync_reg;
	assign pixel_x = h_count_reg;
	assign pixel_y = v_count_reg;
	assign p_tick = pixel_tick;
endmodule
module pong(
    input           MAX10_CLK1_50,  
    input     [1:0] KEY,           
    input     [9:0] SW,            
    output    [3:0] VGA_B,
    output    [3:0] VGA_G,
    output          VGA_HS,
    output    [3:0] VGA_R,
    output          VGA_VS
);
    wire clk        = MAX10_CLK1_50;
    wire async_rstn = ~SW[0];   
    wire sync_rstn;
    AsyncInputSynchronizer u_rst_sync (
        .clk   (clk),
        .asyncn(async_rstn),
        .syncn (sync_rstn)
    );
    wire left_up     = ~KEY[0];  
    wire left_down   = ~KEY[1];  
    wire video_on, pixel_tick;
    wire [9:0] pixel_x, pixel_y;
    VGASync vsync_unit (
        .clk       (clk),
        .rstn      (sync_rstn),
        .hsync     (VGA_HS),
        .vsync     (VGA_VS),
        .video_on  (video_on),
        .p_tick    (pixel_tick),
        .pixel_x   (pixel_x),
        .pixel_y   (pixel_y)
    );
    wire [11:0] rgb_next;
    reg  [11:0] rgb_reg;
    PixelGen px_gen (
        .clk        (clk),
        .rstn       (sync_rstn),
        .video_on   (video_on),
        .p_tick     (pixel_tick),
        .left_up    (left_up),
        .left_down  (left_down),
        .pixel_x    (pixel_x),
        .pixel_y    (pixel_y),
        .r          (rgb_next[11:8]),
        .g          (rgb_next[7:4]),
        .b          (rgb_next[3:0])
    );
    always @(posedge clk) begin
        if (pixel_tick)
            rgb_reg <= rgb_next;
    end
    assign VGA_R = rgb_reg[11:8];
    assign VGA_G = rgb_reg[7:4];
    assign VGA_B = rgb_reg[3:0];
endmodule
```
**flow/constraint.sdc**
```tcl
current_design pong

set clk_period 2.5
set clk_io_pct 0.2

create_clock -name clk0 -period $clk_period [get_ports {MAX10_CLK1_50}]

set non_clock_inputs [all_inputs -no_clocks]
set_input_delay [expr $clk_period * $clk_io_pct] -clock clk0 $non_clock_inputs
set_output_delay [expr $clk_period * $clk_io_pct] -clock clk0 [all_outputs]
```
==> impl_metrics.ini <==
; synthesis and place-and-route metrics
[worst_hold_path]
hp-class = register to asynchronous set/reset pin

[routing]
antenna_left = 0
vias = 5518
vias_per_cell = 5.38
dr.first_iter.drc_count = 237
dr.pass1.iters = 4
drc_errors = 0
wire_per_inst_um = 15.9
insertedDiodeCount = 0
routed_wl_mm = 16.3

[layout]
layout-drive-gt1-share_pct = 33.0
fill_cells = 1162
fin_util_pct = 57.3
stdcell_area_mm2 = 0.00833
syn_to_final_growth_pct = 40.0

[clocking]
hold_buffers = 0
path_clk_slew_ns = 0.05
cts_buffer_depth = 2
htreeDepth = 3
tritoncts = done
clock-root-buffer = clkbuf_16
numCtsBuffers = 9
clock-sinks = 59
worstSkewPairLatency_ns = 0.33

[logic_synthesis]
netlist.top_cell.by_area = ha_1
synth_chip_area_mm2 = 0.00595
synth.avg_cell_area_um2 = 8.71
topCellsByArea = ha_1 (22%), dfrtp_1 (16%), dfstp_2 (7.5%), xnor2_1 (6.2%), o21ai_0 (5.6%)
ys.flop_type = dfrtp_1
synthesis.area_mm2 = 0.00595
ys_seq_share_pct = 25.5
async_flop_share_pct = 93.2
yosys_cells = 683
yosys.area.top_type_share_pct = 21.9
yosys.cell_types.count = 70
ys_ff = 59
yosysWarnings = 4
netlist_instances = 683
edf_count = 4

[floorplan]
die_h_um = 124
die_x_um = 124
num_rows = 44
io-pin-count = 27
core_mm2 = 0.0145
fp_util_pct = 40.9
die_area_mm2 = 0.0154

[critical_path]
crit_buf_inv = 3
crit_top_cell = ha_4
cp_top_family = adder cells
worstPathArrival_ns = 3.18
crit_fanout = 5
setup.worst_path.class = register to register
cp-start-kind = register
cp-end-kind = register
crit_chain = inv_4 -> ha_4 -> nor3b_4 -> xnor2_2 -> inv_2 -> ha_4 -> a21o_1 -> maj3_2 -> a31oi_4 -> buf_4 -> o22ai_4 -> or4_1 -> nand2_1
max_stage_delay_ns = 0.45
required_ns = 2.77
slowest_stage = dfrtp_2

[placed_design]
post-dp-hpwl_mm = 12.1
post-place-ws_ns = -0.542
port_buffers = 17
dpl-instance-area_mm2 = 0.00723
gp_congestion = 0.952

[job]
warnings = 53
drv_cap = 0

[timing]
tns_ns = -7.31
period_minus_slack_ns = 2.91
hold_ws_ns = 0.291
clock_skew_ns = 0.00638
timing.final.crit_share_pct = 117
grt_setup_unrepaired = yes
drv_slew = 0
fmax_ghz = 0.343
final-setup-viol-count = 31
tightestPinTransition_ns = 0.659
hold_viol_final = 0
setup_ws_ns = -0.414
slew-limit-headroom_pct = 56.1

[power]
p_per_area_mw_per_mm2 = 276
p_leak_nw = 3.88
ir_worst_vdd_mv = 0.367

[global_routing]
grt_pass1_vias = 5550
grt_antenna_before_repair = 0
globalRouteTotalUtil_pct = 22.8
grt_max_degree = 28
grt_pass1_wl_mm = 26.8
grt_busiest_layer = met2
met2_usage_pct = 37.9
overflow = 0
grt_use_met1_pct = 31.7
met3_usage_pct = 5.05

[outcome]
status = complete, but fails checks
violations = negative setup slack
[cell families (layout without fill, tap and decap cells)]
family | count (synthesis) | in the layout | synth area share (%)
buffers and inverters | 88 | 245 | 6.56
XOR/XNOR | 51 | 51 | 7.63
flip-flops | 59 | 59 | 25.5
multiplexers | 2 | 2 | 0.358
adder cells (fa/ha/maj) | 108 | 108 | 22.9
AND-OR/OR-AND | 192 | 193 | 20.9
other | 1 | 1 | 0.0630
AND/OR/NAND/NOR | 182 | 183 | 16.1
[timing repair]
action | 4_1_cts | 5_1_grt
pin swaps | 24 | 29
setup buffers | 17 | 19
gates resized | 75 | 41
cloned | 2 | 0
setup endpoints to repair | 31 | 31
[final timing paths]
check | slack, ns | cells past startpoint | to | start
max in group asynchronous | 1.56 | 1 | px_gen.ball_x[2] | u_rst_sync.ff2
max | -0.41 | 13 | px_gen.ball_x[9] | px_gen.left_paddle_y[3]
max reg2reg | -0.41 | 13 | px_gen.ball_x[9] | px_gen.left_paddle_y[3]
min | 0.29 | 0 | px_gen.left_paddle_y[5] | u_rst_sync.ff2
min reg2reg | 0.29 | 0 | px_gen.left_paddle_y[5] | u_rst_sync.ff2
min in group clk0 | 0.35 | 0 | u_rst_sync.ff2 | u_rst_sync.ff1
[area by class of cell]
class | count | area, um2 | share of cell area (%)
clock buffer | 15 | 278 | 3.34
timing repair buffer | 176 | 1420 | 17.1
clock inverter | 1 | 30.0 | 0.361
inverter | 53 | 209 | 2.51
tap | 184 | 230 | 2.76
multi-input combinational | 538 | 4640 | 55.7
sequential | 59 | 1520 | 18.3
[cells in the final DEF, fill, tap and decap left out, types with 19 or more instances in the layout]
cell type	n
nor2_1	27
a21oi_1	23
inv_1	47
ha_1	94
o21ai_1	24
xnor2_1	35
o21a_1	19
o21ai_0	40
dfrtp_1	35
nand2_1	41
buf_4	147
[cells in the mapped netlist, drive strengths merged, types with 3 or more instances]
cell type    n
or3          6
o211ai       9
o21a        19
nor2b        7
o41ai        4
o31a         3
o22ai        3
dfstp       17
xnor2       43
nor4        11
a21o         9
or4          7
inv         53
ha         104
a21boi       3
dfrtp       38
a211oi       6
a211o        3
nand2b      11
clkbuf      17
nand3       15
nor3        19
o31ai        9
nor2        32
nand2       43
edfxtp       4
o311ai       3
buf         18
xor2         8
o21ai       70
nand3b       5
nand4       11
and3         6
a21oi       27
a31oi        5
[report_power, final]
group	leakage (nW)	switching [mW]	internal, mW
logic	3.07	0.0217	0.0122
registers	0.669	0.00931	0.967
clock network	0.150	0.430	0.854
total	3.88	0.461	1.83
[per-stage QoR]
stage / power [mW] / cells
detailed placement: 1.02 / 975
global route: 2.37 / 1026
floorplan: 1.01 / 683
global placement: 1.02 / 975
CTS: 2.32 / 1009
finish: 2.29 / 1026
[layer usage]
layer	vias up	part of all wire, %
met5	-	0
met4	0	1.6
met3	21	4.5
met2	94	47
met1	2603	47
li1	2800	-
Power figures rest on the tool's default switching activity, not on a simulated workload.
